**flow/run.sh**
```bash
#!/bin/bash
# OpenROAD 26Q1-2900-gdf79404cd8, Yosys 0.63+post, stock flow scripts
make -C /OpenROAD-flow-scripts/flow DESIGN_CONFIG=/design/flow/config.mk WORK_HOME=/design/flow/orfs finish
```
**flow/config.mk**
```make
export PLATFORM = sky130hd
export DESIGN_NAME = alu
export DESIGN_NICKNAME = alu
export VERILOG_FILES = /design/flow/design.v
export SDC_FILE = /design/flow/constraint.sdc
export NUM_CORES = 4
export LEC_CHECK = 1
export CORE_AREA = 10 10 70 70
export DIE_AREA = 0 0 80 80
```
**flow/constraint.sdc**
```tcl
current_design alu

set clk_period 7.6
set clk_io_pct 0.2

create_clock -name clk0 -period $clk_period

set non_clock_inputs [all_inputs -no_clocks]
set_input_delay [expr $clk_period * $clk_io_pct] -clock clk0 $non_clock_inputs
set_output_delay [expr $clk_period * $clk_io_pct] -clock clk0 [all_outputs]
```
**flow/design.v**
```verilog
module alu(DATA1, DATA2, RESULT, SELECT);
 input [7:0] DATA1,DATA2;  
 input [3:0] SELECT;        
 output [7:0] RESULT;
 wire [7:0] FORWARD_OUT, ADD_OUT, AND_OUT, OR_OUT;  
 FORWARD forward_result(DATA2, FORWARD_OUT);  
 ADD add_result(DATA1,DATA2, ADD_OUT);       
 AND and_result(DATA1, DATA2, AND_OUT);      
 OR or_result(DATA1, DATA2, OR_OUT);         
 MUX mux_result(SELECT,FORWARD_OUT, ADD_OUT, AND_OUT, OR_OUT,RESULT);   
endmodule
module FORWARD(DATA2, FORWARD_OUT);    
 input [7:0] DATA2;
 output [7:0] FORWARD_OUT;
 assign  #1FORWARD_OUT=DATA2;   
endmodule
module ADD(DATA1,DATA2, ADD_OUT);  
input [7:0] DATA1,DATA2;
output [7:0]ADD_OUT;
assign  #2ADD_OUT=DATA1+DATA2;   
endmodule
module AND(DATA1, DATA2, AND_OUT);  
 input [7:0] DATA1,DATA2;
 output [7:0] AND_OUT;
 assign  #1AND_OUT=DATA1&DATA2;   
endmodule
module OR(DATA1, DATA2, OR_OUT);  
 input [7:0] DATA1,DATA2;
 output [7:0] OR_OUT;
 assign  #1OR_OUT=DATA1|DATA2;   
endmodule
module MUX(SELECT,FORWARD_OUT, ADD_OUT, AND_OUT, OR_OUT,RESULT);  
input [7:0] FORWARD_OUT, ADD_OUT, AND_OUT, OR_OUT;
input [3:0] SELECT;
output reg [7:0] RESULT;
always @ (SELECT,FORWARD_OUT, ADD_OUT, AND_OUT, OR_OUT)
begin
  if(SELECT == 3'b000)
  begin
    RESULT = FORWARD_OUT;
  end
  else if(SELECT == 3'b001)
  begin
    RESULT = ADD_OUT;
  end  
  else if(SELECT == 3'b010)
  begin
    RESULT = AND_OUT;
  end
  else if(SELECT == 3'b011)
  begin
    RESULT = OR_OUT;
  end  
  else
  begin
    RESULT = OR_OUT;
  end  
end
endmodule
```
==> impl_metrics.yaml <==
# flow metrics
status:
  status: "finished clean"
global_route:
  grt_max_degree: 18
  grt_util_all_layers_pct: 6.56
  grt_pass1_vias: 838
  overflow: 0
  antenna_found_initial: 0
  grt_pass1_wl_um: 3640
finish:
  num-clock-buffers: 0
  stdcell_count: 191
  area_growth_pct: 38.7
  drive_above_1_share_pct: 4.14
  fin_area_sq_mm: 0.00114
  final-seq-area_sq_um: 0
  ff_count: 0
drt:
  drt_wl_total_um: 2190
  via_per_inst: 4.52
  wire_per_inst_um: 11.5
  met3WireLength_um: 105
  drc: 0
  top_layer_used: "met3"
  wl_met1_um: 1060
  dr.pass1.iters: 3
  routed-wl-met2_um: 1030
  route.antenna.diode_count: 0
  first_iter_violations: 37
  vias: 863
  drtAntennaViolNets: 0
power:
  leakage_nw: 0.517
  finalPower_mw: 0.0641
  power_density_mw_per_mm2: 56.1
  max-vdd-ir-drop_mv: 0.0189
critical_path:
  cpMostUsedCell: "clkdlybuf4s50_1"
  crit_required_ns: 6.08
  slowest_delay_ns: 0.50
  critical_path.max_fanout: 4
  crit_arrival_ns: 4.04
  crit_buf_inv: 3
  crit_path_end_kind: "output port"
  crit_family: "buffers and inverters"
  worstSetupPathType: "in2out"
  cp_cell_sequence: "clkdlybuf4s50_1 > ha_1 > inv_1 > fa_1 > nor2b_1 > o31a_1 > o21ai_1 > mux2_4 > o211ai_2 > clkdlybuf4s50_1"
  cp_slowest_cell: "clkdlybuf4s50_1"
  start_kind: "input port"
  cp.depth: 10
  critPathLaunch: "DATA2[0]"
placed_design:
  placed_cells_incl_taps: 191
  placed_area_sq_mm: 0.00114
  globalplace.congestion: 0.883
  portBuffers: 28
  dp_hpwl_um: 1880
synth:
  netlist_area_sq_um: 825
  synthCells: 121
  ys_seq_share_pct: 0
  ys_cells: 121
  ys_chip_area_sq_um: 825
  synthTopCellsByCount: "inv_1, ha_1, nand2_1"
  synth_top_cell_by_area: "ha_1"
  syn_avg_cell_area_sq_um: 6.81
  top_cells_by_area: "ha_1, inv_1, mux2i_1"
  yosysWarnings: 1
  most_common_cell: "inv_1"
  top_cell_area_share_pct: 24.3
  yosys.cell_types.count: 32
floorplan:
  rows: 21
  fp-utilization_pct: 24.1
  coreArea_sq_mm: 0.00342
  die_x_um: 80
  die_area_sq_mm: 0.00640
  num_io_pins: 28
  die_height_um: 80
run:
  drv_cap: 0
  warning_count: 40
sta:
  worst_slew_pin_slew_ns: 0.642
  finalSetupTns_ns: 0
  max_slew_margin_pct: 57.0
  period_minus_slack_ns: 5.56
  rsz0062_at_grt: "no"
  fmax_mhz: 180
  finalHoldViolations: 0
  timing.final.crit_share_pct: 73.2
  slew_violations: 0
  setup_viol: 0
cts:
  cts_resized: 0
  cts_hold_buffers: 0
  post_cts.repair.setup_buffers: 0
hold_path:
  min_from: "DATA2[0]"
  hold_class: "in2out"
  hold_path_depth: 4
final cells by class:
class / count / area [sq um]
inverters: 20 / 75.1
repair buffers: 28 / 280
fillers: 365 / 2270
well taps: 46 / 57.6
multi-input cells: 97 / 731
cell families (layout without fill, tap and decap cells):
group	count (synthesis)	count (layout)	share of synthesized area [%]
adder cells (fa/ha/maj)	17	17	26.7
AND-OR/OR-AND	40	40	33.5
AND/OR/NAND/NOR	33	33	19.4
multiplexers	6	6	7.89
buffers and inverters	24	48	11.4
XOR/XNOR	1	1	1.06
layout by cell type, fill, tap and decap left out, drive strengths merged:
cell type       n
nand3b          2
o221ai          1
o31a            1
o31ai           4
ha             16
nor2            9
nor2b           6
a21o            2
o311a           1
mux2i           5
a211oi          3
o22ai           2
o21a            1
nand2          12
fa              1
or2             1
nor3            1
or3             1
o21ai          11
o32ai           2
o211ai          3
clkdlybuf4s50  28
o41ai           1
mux2            1
a21oi           8
nand2b          1
xor2            1
inv            20
per-stage QoR:
stage	utilization [%]	setup slack, ns	hold slack (ns)
floorplan	-	3.18	3.09
global placement	33.5	2.04	4.02
detailed placement	33.5	2.03	4.03
CTS	33.5	2.01	4.04
global route	33.5	1.86	4.09
finish	33.5	2.04	4.02
layer usage:
layer  vias to the layer above  GRT usage, %
met1                       379          8.18
met3                         0          1.25
li1                        472             -
met4                         0             0
met2                        12          12.0
met5                         -             0
final timing paths:
check | to | slack (ns)
worst max-delay path | RESULT[6] | 2.04
worst min-delay path | RESULT[0] | 4.02
tightest hold or removal path, stage by stage:
cell             delay, ns
clkdlybuf4s50_1       0.44
nand2_1               0.07
o21ai_0               0.07
clkdlybuf4s50_1       0.40
where the power goes:
| group | total [mW] | internal (mW) | switching [mW] |
|---|---|---|---|
| logic | 0.0641 | 0.0359 | 0.0283 |
| clock network | 0 | 0 | 0 |
| registers | 0 | 0 | 0 |
Power and IR drop assume default switching activity.
